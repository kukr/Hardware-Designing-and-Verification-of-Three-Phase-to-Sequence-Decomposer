### design/flow/design.v
`timescale 1ns / 1ps
module bit14_to_bit12(input [13:0] data14, output reg [11:0] data12 );
	always @(data14) begin
		if(data14[13]==0)
			begin
				data12=(data14)<<2;
			end
	    else
			begin
				data12=(~data14+1'b1)<<2;
			end
	end
endmodule
### design/flow/run.sh
#!/bin/bash
# OpenROAD 26Q1-2900-gdf79404cd8, Yosys 0.63+post, stock flow scripts
make -C /OpenROAD-flow-scripts/flow DESIGN_CONFIG=/design/flow/config.mk WORK_HOME=/design/flow/orfs finish
### design/flow/config.mk
export PLATFORM = sky130hd
export DESIGN_NAME = bit14_to_bit12
export DESIGN_NICKNAME = bit14_to_bit12
export VERILOG_FILES = /design/flow/design.v
export SDC_FILE = /design/flow/constraint.sdc
export NUM_CORES = 4
export LEC_CHECK = 1
export CORE_AREA = 10 10 70 70
export DIE_AREA = 0 0 80 80
### design/flow/constraint.sdc
current_design bit14_to_bit12

set clk_period 3.3
set clk_io_pct 0.2

create_clock -name clk0 -period $clk_period

set non_clock_inputs [all_inputs -no_clocks]
set_input_delay [expr $clk_period * $clk_io_pct] -clock clk0 $non_clock_inputs
set_output_delay [expr $clk_period * $clk_io_pct] -clock clk0 [all_outputs]
==> flow_metrics.env <==
# source this file to load flow results
export IMPL_outcome="finished clean"
export IMPL_yosys_warnings=1
export IMPL_vias=279
export IMPL_p_leak_nw=0.2009
export IMPL_cpMaxStageDelayCell="or4_4"
export IMPL_drc=0
export IMPL_crit_path_cell_trace="clkdlybuf4s50_1 -> buf_4 -> or4_4 -> o21ai_1 -> xnor2_1 -> clkdlybuf4s50_1"
export IMPL_yosysCellCount=29
export IMPL_flops=0
export IMPL_power_frac_comb=1.000
export IMPL_syn_inst=29
export IMPL_setup_slack_ps=54.42
export IMPL_insertedDiodeCount=0
export IMPL_initialDrtViolationCount=1
export IMPL_fin_total_pwr_mw=0.06842
export IMPL_maxCapViolations=0
export IMPL_pre_cts_slack_ps=-57.78
export IMPL_seqPwrFrac=0
export IMPL_path_class="input pin to output pin"
export IMPL_core_mm2=0.003416
export IMPL_cts_hold_buf=0
export IMPL_xor_area_frac=0.3182
export IMPL_hpwlAfterDp_um=848.4
export IMPL_fp_util=0.06447
export IMPL_worst_path_most_repeated_cell="clkdlybuf4s50_1"
export IMPL_final_util=0.1604
export IMPL_die_h_um=80
export IMPL_hold_class="input pin to output pin"
export IMPL_grt_overflow=0
export IMPL_syn2layout_area_growth_pct=148.9
export IMPL_crit_required_ps=2640
export IMPL_aoi_share=0.2670
export IMPL_drt_wirelength_per_cell_um=9.626
export IMPL_timing_final_max_slew_violations=0
export IMPL_fmax_ghz=0.3081
export IMPL_finalCritPeriodShare=0.9835
export IMPL_synth_cell_type_count=15
export IMPL_viasPerCell=2.818
export IMPL_grt_max_degree=11
export IMPL_regArea_um2=0
export IMPL_die_area_mm2=0.006400
export IMPL_grt_pass1_vias=269
export IMPL_cts_setup_buffers=0
export IMPL_avgSynthCellArea_um2=7.593
export IMPL_synth_simple_area_share=0.1875
export IMPL_grt_pass1_wl_um=1359
export IMPL_finalSetupViolCount=0
export IMPL_mux_share=0
export IMPL_die_x_um=80
export IMPL_rows=21
export IMPL_internal_power_mw=0.04677
export IMPL_io_buffers=21
export IMPL_slew_headroom=0.6621
export IMPL_crit_fanout=3
export IMPL_p_sw_mw=0.02166
export IMPL_warnings=35
export IMPL_ant_nets=0
export IMPL_antenna_found_initial=0
export IMPL_cp_slowest_stage_delay_ps=530
export IMPL_grt_use_total=0.02609
export IMPL_netlist_area_um2=220.2
export IMPL_gp_congestion=0.6631
export IMPL_drive_above_1_share=0.2075
export IMPL_worst_slew_pin_slew_ps=505.3
export IMPL_adder_share=0.05682
export IMPL_power_density_mw_per_mm2=124.9
export IMPL_swShare=0.3165
export IMPL_ir_drop_mv=0.01464
export IMPL_pwr_share_clk=0
export IMPL_min_period_ps=3246
export IMPL_arrival_ps=2590
export IMPL_drt_wl_total_um=953
export IMPL_nClkBuffers=0
export IMPL_top_level_ports=26
export IMPL_start_kind="input pin"
export IMPL_ys_top_logic_family="XOR/XNOR gates"
export IMPL_hold_viol_final=0
export IMPL_dr_pass1_iters=3
export IMPL_ys_seq_share=0
export IMPL_end_kind="output pin"
export IMPL_ys_area_um2=220.2
per-layer routing:
metal	wire length, um	part of all wire	global-route usage	vias to the layer above
met4	0	0	0	0
li1	-	-	-	145
met5	0	0	0	-
met3	125	0.13	0.01364	0
met1	377	0.40	0.03098	122
met2	450	0.47	0.04334	12
power by group through the flow:
stage	combinational (mW)	sequential [mW]	clock, mW
4_1_cts	0.0687	0	0
5_1_grt	0.0756	0	0
6_report	0.0684	0	0
cell usage in the layout (no fill, tap or decap), drive strengths merged:
cell type / count
o21ai: 3
ha: 1
or3b: 1
dlymetal6s2s: 1
o31ai: 3
nand2: 2
buf: 6
xnor2: 8
inv: 2
dlygate4sd2: 1
nand2b: 1
clkdlybuf4s50: 19
or4: 2
conb: 2
o41ai: 1
final timing paths:
check | startpoint | end | slack (ps) | cells past startpoint
setup / recovery | data14[0] | data12[7] | 50 | 6
hold / removal | data14[9] | data12[11] | 1960 | 3
synth_stat cells, drive strengths merged:
master | count | area share
o21ai | 3 | 0.068
inv | 2 | 0.034
o31ai | 3 | 0.12
o41ai | 1 | 0.074
clkbuf | 1 | 0.017
xnor2 | 8 | 0.32
or4 | 2 | 0.085
ha | 1 | 0.057
buf | 3 | 0.10
nand2b | 1 | 0.028
or3b | 1 | 0.040
nand2 | 2 | 0.034
conb | 1 | 0.017
final cells by class:
| cell class | count | area [um2] |
|---|---|---|
| multi-input combinational | 24 | 226.5 |
| timing repair buffer | 27 | 256.5 |
| fill | 380 | 2868 |
| inverter | 2 | 7.507 |
| tap | 46 | 57.56 |
critical path, delay by kind of cell:
kind                      cells  cell delay, ps
xor gates and xnor gates      1             140
AOI/OAI and AO/OA             1             200
and+or+nand+nor               1             530
buffers and inverters         3            1060
logic make-up after synthesis:
logic type                 after synthesis
xor gates and xnor gates                 8
AOI/OAI and AO/OA                        7
other                                    1
and+or+nand+nor                          6
buffers and inverters                    6
adders and majority gates                1
timing repair:
item / CTS / global route
gates resized: 6 / 3
pin swaps: 0 / 3
setup endpoints to repair: 3 / 2
cloned: 0 / 0
through the flow:
step                      hold slack [ps]  std cells  instance area, um2  setup TNS, ps
final                                1962         99               548.0              0
after global routing                 2030         99               548.0         -32.48
after CTS                            2137         99               528.0              0
after detailed placement             2265         99               510.5         -90.07
after global placement               2266         99               510.5         -67.62
after floorplan                      1351         30               224.0              0
Power figures rest on the tool's default switching activity, not on a simulated workload.
