===== flow/run.sh =====
#!/bin/bash
# OpenROAD 26Q1-2900-gdf79404cd8, Yosys 0.63+post, stock flow scripts
make -C /OpenROAD-flow-scripts/flow DESIGN_CONFIG=/design/flow/config.mk WORK_HOME=/design/flow/orfs finish

===== flow/design.v =====
`timescale 1ns / 1ps
module module_fir(clk,rst,x,dataout);
parameter order = 5;
parameter data_len = 8;
parameter data_out_l = 16;  
reg [data_len-1:0]h[0:order];
initial
begin
h[0] = 8'b00000000;
h[1] = 8'b00000001;
h[2] = 8'b00000010;
h[3] = 8'b00000011;
h[4] = 8'b00000100;
h[5] = 8'b00000101;
end
input [data_len-1:0]x;
input clk,rst;
output wire [data_out_l-1:0]dataout;
reg [data_out_l-1:0]temp_res = 0;
reg [data_len-1:0] x_shift_reg[0:order];
initial
begin
x_shift_reg[0] = 8'b00000000;
x_shift_reg[1] = 8'b00000001;
x_shift_reg[2] = 8'b00000010;
x_shift_reg[3] = 8'b00000011;
x_shift_reg[4] = 8'b00000100;
x_shift_reg[5] = 8'b00000101;
end
integer i;
always@(posedge rst, negedge clk)
begin: always_loop
	if(rst)
	begin
		for(i=0;i<=order;i=i+1)
		begin
			x_shift_reg[i] = 0;
		end
	end
	else
	begin
		for(i=order;i>=1;i=i-1)
		begin
			x_shift_reg[i] = x_shift_reg[i-1];
		end
		x_shift_reg[0] = x;
		for(i=0;i<=order;i=i+1)
		begin
			temp_res = temp_res + (x_shift_reg[i]>>h[i]);
		end
	end
end
assign dataout = temp_res;
endmodule

===== flow/config.mk =====
export PLATFORM = sky130hd
export DESIGN_NAME = module_fir
export DESIGN_NICKNAME = module_fir
export VERILOG_FILES = /design/flow/design.v
export SDC_FILE = /design/flow/constraint.sdc
export NUM_CORES = 4
export LEC_CHECK = 1
export CORE_UTILIZATION = 40

===== flow/constraint.sdc =====
current_design module_fir

set clk_period 5.2
set clk_io_pct 0.2

create_clock -name clk0 -period $clk_period [get_ports {clk}]

set non_clock_inputs [all_inputs -no_clocks]
set_input_delay [expr $clk_period * $clk_io_pct] -clock clk0 $non_clock_inputs
set_output_delay [expr $clk_period * $clk_io_pct] -clock clk0 [all_outputs]

==> out/results.ini <==
[global_routing]
grt_pass1_vias = 1756
gr-total-overflow = 0
grtUsageTotal = 0.158
grt_antenna_before_repair = 0
grt_pass1_wl_um = 7820
grt_max_degree = 24

[sta]
worst_slack_ns = -1.70
finalSetupViolations = 15
relSlewSlack = 0.753
fin_worst_skew_ns = 0.0637
rsz0062_at_grt = true
hold_violations = 0
tightestPinTransition_ns = 0.370
tns_ns = -21.58
maxSlewViolCount = 0

[routing]
drt_wl_total_um = 4360
drc = 0
antenna_left = 0
wl_per_cell_um = 12.1
diodes = 0
drtIter0Drc = 43
vias = 1657
drt-vias-per-instance = 4.59
dr.pass1.iters = 4

[die]
die_w_um = 82.4
fp.dieArea_um2 = 6780
pin_count = 26
die_y_um = 82.4
rows = 28
initCoreUtil = 0.426
core_area_um2 = 6060

[clocking]
clockBufferDepth = 2
cts_tree = yes
cts_root_buffer = clkbuf_8
clkTransAtPathRegs_ns = 0.06
cts_inserted_buffers = 5
clkLatencyLatePin_ns = 0.36
ctsHoldBuffers = 0
cts_htree_levels = 2
cts_num_sinks = 41

[finish]
fillers = 491
post-route-util = 0.578
largest_reg_flops = 25
drive_gt1_frac = 0.255
final_cells = 361
lay_top_count = inv_1
final_cell_mix = inv_1 (61), dfrtn_1 (25), buf_4 (22)
area_delta_synth_final_pct = 35.6

[synthesis]
yosys_warnings = 2
area_leaders = dfrtn_1 (24%), edfxtp_1 (19%), fa_1 (18%)
dominantRegCellSynth = dfrtn_1
ys_seq_frac = 0.428
largest_area_cell = dfrtn_1
yosys.stat.chipArea_um2 = 2580
synth.avg_cell_area_um2 = 12.1
ys.flops = 41
edf_count = 16
netlist_instances = 214
top_cell_area_share = 0.242
syn-cell-area_um2 = 2580
synth_stat.cells = 214
synth.distinct_cells = 28
async_flop_share = 0.610

[critical_path]
endpoint_kind = flop
cp.arrival_ns = 4.40
crit_type = input pin to flop
required_ns = 2.69
crit_fanout = 4
cp-start-kind = input pin

[flow_run]
cap_violations = 0
warnings = 44

[place]
io_buffer_count = 25
dpl.cell_count = 337
dp.final_hpwl_um = 3250
place_ws_ns = -2.62
gp_congestion = 0.833

[run_status]
status = complete, but fails checks
violations = negative setup slack

[hold_path]
hp-class = flop to flop

-- Yosys cell counts (4+ instances only) --
cell type,instances
a21o_1,7
a21oi_1,9
dfrtn_1,25
edfxtp_1,16
fa_1,23
ha_1,31
inv_1,57
nand3_1,4
xnor2_1,8
xor2_1,4
-- metrics by stage --
step,hold WS [ns],area [um2]
4_1_cts,0.313,3470
2_1_floorplan,0.314,2670
6_report,0.315,3500
3_5_place_dp,0.319,3190
5_1_grt,0.317,3500
3_3_place_gp,0.316,3190
-- path summary, 6_finish.rpt --
| path | cells after the start | slack [ns] | from | end |
|---|---|---|---|---|
| setup / recovery | 16 | -1.70 | x[2] | temp_res[13]$_DFFE_NN_ |
| hold / removal | 0 | 0.32 | x_shift_reg[2][6]$_DFF_NP0_ | x_shift_reg[3][6]$_DFF_NP0_ |
| setup reg to reg | 15 | 1.16 | x_shift_reg[1][4]$_DFF_NP0_ | temp_res[13]$_DFFE_NN_ |
| hold reg to reg | 0 | 0.32 | x_shift_reg[2][6]$_DFF_NP0_ | x_shift_reg[3][6]$_DFF_NP0_ |
| max in group asynchronous | 4 | 1.04 | rst | x_shift_reg[0][2]$_DFF_NP0_ |
| min in group asynchronous | 3 | 3.56 | rst | x_shift_reg[0][7]$_DFF_NP0_ |
-- per-layer routing --
layer / up-vias / track usage / share of wire
met4: 0 / 0.0193 / 0.015
met3: 6 / 0.0279 / 0.035
met2: 22 / 0.232 / 0.45
li1: 835 / - / -
met5: - / 0 / 0
met1: 794 / 0.266 / 0.50
-- logic make-up (layout without fill, tap and decap cells) --
kind of cell	after synthesis	in the layout	share of synthesized area
buffers and inverters	58	130	0.0843
adders and majority gates	54	54	0.328
DFF	41	41	0.428
AOI/OAI and AO/OA	31	31	0.0833
and+or+nand+nor	18	18	0.0353
xor gates and xnor gates	12	12	0.0407
-- timing repair --
item	in CTS	in global routing
buffers inserted	1	0
pin swaps	32	7
setup endpoints to repair	15	15
gates resized	44	5
-- cell type report --
class                           count  area, um2  area share
Clock inverter                     18       70.1      0.0200
Multi-Input combinational cell    115       1480       0.422
Timing Repair Buffer               50        457       0.130
Inverter                           56        225      0.0643
Tap cell                           75       93.8      0.0268
Sequential cell                    41       1110       0.316
Clock buffer                        6       72.6      0.0207
-- worst max-delay path, stage by stage --
cell and delay [ns]:
buf_8 0.09, inv_8 0.02, fa_1 0.47, inv_1 0.05, fa_1 0.47, inv_1 0.04, fa_1 0.47, inv_1 0.05
fa_1 0.51, inv_2 0.05, fa_2 0.35, nand2b_4 0.17, a21o_4 0.22, a211oi_2 0.18, o21ai_1 0.09, xnor2_1 0.13
